===== ./design.v =====
module cmp_32bit(
    input [31:0] a,
    input [31:0] b,
    output reg gt,
    output reg lt,
    output reg eq
);
    integer i;
    reg done;
    always @(a or b) begin
        gt = 0;
        lt = 0;
        eq = 1;
        done = 0;
        for (i = 31; i >= 0; i = i - 1) begin
            if (!done) begin
                if (a[i] & ~b[i]) begin
                    gt = 1;
                    lt = 0;
                    eq = 0;
                    done = 1;
                end else if (~a[i] & b[i]) begin
                    gt = 0;
                    lt = 1;
                    eq = 0;
                    done = 1;
                end
            end
        end
    end
endmodule

===== ./run.sh =====
#!/bin/bash
# OpenROAD 26Q1-2900-gdf79404cd8, Yosys 0.63+post, stock flow scripts
make -C /OpenROAD-flow-scripts/flow DESIGN_CONFIG=/design/flow/config.mk WORK_HOME=/design/flow/orfs finish

===== ./config.mk =====
export PLATFORM = sky130hd
export DESIGN_NAME = cmp_32bit
export DESIGN_NICKNAME = cmp_32bit
export VERILOG_FILES = /design/flow/design.v
export SDC_FILE = /design/flow/constraint.sdc
export NUM_CORES = 4
export LEC_CHECK = 1
export CORE_AREA = 10 10 100 100
export DIE_AREA = 0 0 110 110

===== ./constraint.sdc =====
current_design cmp_32bit

set clk_period 6.6
set clk_io_pct 0.2

create_clock -name clk0 -period $clk_period

set non_clock_inputs [all_inputs -no_clocks]
set_input_delay [expr $clk_period * $clk_io_pct] -clock clk0 $non_clock_inputs
set_output_delay [expr $clk_period * $clk_io_pct] -clock clk0 [all_outputs]

==> flow_summary.ini <==
; implementation run metrics
[status]
status = complete, no violations

[drt]
wl_met3_um = 276
route.met2.wl_um = 4420
diodes = 0
vias = 3494
drtAntennaViolNets = 0
drt_first_pass_iters = 4
avgViaCountPerCell = 5.50
wl_per_cell_um = 14.0
wirelength_um = 8860
post-route-drc-count = 0
drt_iter0_markers = 183
met1Wirelength_um = 4070
highest_layer = met4

[synth]
yosys-top-cells-area = ha_1 25%, inv_1 8.6%, nand2_1 6.1%
yosysMostFrequentCell = inv_1
yosys-stat-area_um2 = 3070
yosysTopAreaCellShare = 0.253
synth_area_um2 = 3070
synthCells = 472
top_area_cell = ha_1
yosysUniqueCellTypes = 64
ys_cells = 472
yosysWarningCount = 1
ys_seq_share = 0
yosys-top-cells-count = 70 x inv_1, 62 x ha_1, 50 x nand2_1, 30 x a21oi_1, 30 x nor2_1
syn_area_per_cell_um2 = 6.51

[die]
fp.dieW_um = 110
fp.coreArea_um2 = 7810
num_rows = 32
chip_area_um2 = 12100
fp.dieH_um = 110
floorplan.core_util = 0.393
io_pins = 67

[worst_setup_path]
cp.arrival_ns = 4.90
crit_buf_inv = 3
end_kind = output port
setup.worst_path.start_class = input port
worstPathRequired_ns = 5.28
worst_path_largest_cell_delay_ns = 0.73
crit_type = in -> out
cp_max_fo = 11
cp_common_cell = clkdlybuf4s50_1
crit_family = simple AND/OR/NAND/NOR gates
cp_slowest_cell = or4_1
worstPathCellList = clkdlybuf4s50_1, inv_1, ha_1, nand4_2, or4_1, or2_2, a211oi_2, o22ai_1, a211o_1, nand2_1, nor3b_2, clkdlybuf4s50_1

[hold_path]
worstHoldPathType = in -> out

[cells_and_area]
nFlopsAndLatches = 0
comb_area_um2 = 2760
nClkBuffers = 0
regArea_um2 = 0
area_growth_syn_to_layout_pct = 25.5
drive_gt1_frac = 0.0488
fill_cells = 843
final_cells = 635

[power]
p_per_area_nw_per_um2 = 59.8
p_leak_nw = 1.77
ir_drop_uv = 29.0

[place]
place_inst = 635
gp_congestion = 0.959
port_buffers = 67
hpwl_um = 7850
post-place-ws_ns = 0.395

[clock_network]
cts_hold_buffers = 0
post_cts_buffers = 0
cts_resized = 0

[final_timing]
layout_min_cycle_time_ns = 6.22
setup_viol = 0
period_used_share = 0.942
fin_setup_tns_ns = 0
worst_pin_slew_ns = 0.485
max_freq_mhz = 161
finalHoldViolations = 0
setup_ws_ns = 0.381
max_slew_margin = 0.674
slew_viol_final = 0
rsz0062_at_grt = no

[global_route]
grt_overflow_total = 0
grt_pass1_vias = 3271
grt_max_degree = 13
grt_pass1_wl_um = 14500
grt_util_all_layers = 0.140
antenna_found_initial = 0

[flow_run]
cap_violations = 0
tool_warnings = 63
-- cells by family after synthesis --
family                     after synthesis  synth area share
AOI/OAI and AO/OA                      144             0.323
xor gates and xnor gates                 1           0.00285
adders and majority gates               62             0.253
buffers and inverters                   81             0.103
and+or+nand+nor                        184             0.319
-- where the power goes --
group | total [mW] | internal [mW] | switching (mW)
Clock | 0 | 0 | 0
Combinational | 0.231 | 0.110 | 0.121
Sequential | 0 | 0 | 0
Total | 0.231 | 0.110 | 0.121
-- final cells by class --
class,instances,share of cell area
timing repair buffer,72,0.184
inverter,70,0.0682
multi-input combinational,391,0.715
tap,102,0.0331
-- cells in the final DEF (no fill, tap or decap), types with 5 or more instances in the layout --
cell type        synthesis  layout
nand4_1                  8       8
buf_4                    0       5
ha_1                    62      62
a211oi_1                 6       6
a21o_1                   8       8
nand3_1                 22      22
a22oi_1                  5       5
nand2_1                 50      50
nor2_1                  30      30
a21oi_1                 30      30
o2111ai_1                5       5
o211ai_1                 7       7
and2_1                   7       7
nor4_1                   7       7
nand2b_1                13      13
inv_1                   70      70
clkdlybuf4s50_1          0      67
a32oi_1                  6       6
o21ai_0                 29      29
nor3_1                  13      13
-- metal layers --
metal	GRT usage	up-vias
li1	-	1850
met1	0.179	1562
met2	0.257	74
met3	0.00764	8
met4	0.0186	0
met5	0	-
-- worst paths after layout --
| check | from | end | slack [ns] | cells after the start |
|---|---|---|---|---|
| worst max-delay path | a[31] | gt | 0.38 | 12 |
| worst min-delay path | b[0] | lt | 3.89 | 5 |
-- stage by stage --
| step | total power, mW | hold slack, ns | util | area (µm²) |
|---|---|---|---|---|
| 2_1_floorplan | 0.143 | 2.86 | - | 3070 |
| 3_3_place_gp | 0.230 | 3.92 | 0.494 | 3850 |
| 3_5_place_dp | 0.230 | 3.90 | 0.494 | 3850 |
| 4_1_cts | 0.231 | 3.91 | 0.494 | 3850 |
| 5_1_grt | 0.260 | 3.99 | 0.494 | 3850 |
| 6_report | 0.231 | 3.89 | 0.494 | 3850 |
Power figures rest on the tool's default switching activity, not on a simulated workload.
