`run.sh`:
```
#!/bin/bash
# OpenROAD 26Q1-2900-gdf79404cd8, Yosys 0.63+post, stock flow scripts
make -C /OpenROAD-flow-scripts/flow DESIGN_CONFIG=/design/flow/config.mk WORK_HOME=/design/flow/orfs finish
```
`config.mk`:
```
export PLATFORM = sky130hd
export DESIGN_NAME = sub_32bit
export DESIGN_NICKNAME = sub_32bit
export VERILOG_FILES = /design/flow/design.v
export SDC_FILE = /design/flow/constraint.sdc
export NUM_CORES = 4
export LEC_CHECK = 1
export CORE_UTILIZATION = 30
```
`constraint.sdc`:
```
current_design sub_32bit

set clk_period 14.5
set clk_io_pct 0.2

create_clock -name clk0 -period $clk_period

set non_clock_inputs [all_inputs -no_clocks]
set_input_delay [expr $clk_period * $clk_io_pct] -clock clk0 $non_clock_inputs
set_output_delay [expr $clk_period * $clk_io_pct] -clock clk0 [all_outputs]
```
`design.v`:
```
module add_32bit(
    input [31:0] a,
    input [31:0] b,
    input cin,
    output [31:0] sum,
    output cout,
    output NegativeFlag,
    output ZeroFlag
);
    wire [31:0] carry;   
    genvar i;
    generate
        for (i = 0; i < 32; i = i + 1) begin : adder_loop
            if (i == 0) begin
                full_adder fa0(a[i], b[i], cin, sum[i], carry[i]);
            end else if (i < 31) begin
                full_adder fa(a[i], b[i], carry[i-1], sum[i], carry[i]);
            end else begin
                full_adder fa_last(a[i], b[i], carry[i-1], sum[i], cout);
            end
        end
    endgenerate
    assign NegativeFlag = sum[31];  
    assign ZeroFlag = ~|sum;   
endmodule
module complement_to_two(
    input [31:0] in,
    output [31:0] out
);
    assign out = ~in + 1;   
endmodule
module full_adder(
    input a,
    input b,
    input cin,
    output sum,
    output cout
);
    assign sum = a ^ b ^ cin;
    assign cout = (a & b) | (b & cin) | (a & cin);
endmodule
module sub_32bit(
    input [31:0] a,
    input [31:0] b,
    output [31:0] diff,
    output ZeroFlag,
    output NegativeFlag,
    output OverflowFlag,
    output BorrowFlag
);
    wire [31:0] negated_b;
    wire cout;  
    complement_to_two neg_b(.in(b), .out(negated_b));
    add_32bit subtractor(
        .a(a),
        .b(negated_b),
        .cin(1'b1),   
        .sum(diff),
        .cout(cout),
        .NegativeFlag(NegativeFlag),
        .ZeroFlag(ZeroFlag)
    );
    assign BorrowFlag = ~cout;
    assign OverflowFlag = (a[31] & ~b[31] & ~diff[31]) | (~a[31] & b[31] & diff[31]);
endmodule
```
==> results.sh <==
# yosys + openroad results
export IMPL_run_status="complete, but fails checks"
export IMPL_violations="setup timing"
export IMPL_worst_slack_ns=-3.36
export IMPL_comb_area_sq_um=1450
export IMPL_fmaxAchievable_mhz=56.0
export IMPL_warnings=35
export IMPL_worst_pin_slew_ns=0.534
export IMPL_synth_most_common_cell="inv_1"
export IMPL_firstDrtPassIters=4
export IMPL_cp_startpoint="b[1]"
export IMPL_period_minus_slack_ns=17.86
export IMPL_synth_chip_area_sq_um=1840
export IMPL_common_cells="inv_1, buf_4, fa_1, xor2_1"
export IMPL_wl_per_cell_um=11.7
export IMPL_synth_cell_types=24
export IMPL_die_h_um=80.4
export IMPL_syn_area_per_cell_sq_um=7.92
export IMPL_post_route_drc_count=0
export IMPL_fp_util_pct=31.1
export IMPL_grt_pass1_wl_um=8120
export IMPL_power_leakage_nw=1.37
export IMPL_finalClockPeriodUsage_pct=123
export IMPL_critical_path_max_stage_delay_ns=0.53
export IMPL_pin_count=100
export IMPL_hold_class="in2out"
export IMPL_ir_worst_vdd_mv=0.0192
export IMPL_netlist_instances=233
export IMPL_gr_usage_met2_pct=28.1
export IMPL_busiest_layer="met2"
export IMPL_hpwl_um=4210
export IMPL_synth_top_cell_by_area="fa_1"
export IMPL_ys_warn_count=0
export IMPL_ys_cells=233
export IMPL_use_met3_pct=2.08
export IMPL_critPathKind="in2out"
export IMPL_maxSlewHeadroom_pct=64.3
export IMPL_drt_initial_drc_count=48
export IMPL_gp_congestion=0.818
export IMPL_ant_nets=0
export IMPL_clkbuf_count=0
export IMPL_grt_setup_unrepaired="true"
export IMPL_grt_pass1_vias=1814
export IMPL_fillers=570
export IMPL_antenna_found_initial=0
export IMPL_min_from="a[31]"
export IMPL_critPathCaptureType="output pin"
export IMPL_maxCapViolations=0
export IMPL_cts_hold_buf=0
export IMPL_startpoint_type="input pin"
export IMPL_critPathMaxFanout=2
export IMPL_ff_latch_area_sq_um=0
export IMPL_vias_per_cell=4.31
export IMPL_seq_cell_count=0
export IMPL_fin_setup_tns_ns=-24.70
export IMPL_coreArea_sq_um=5920
export IMPL_hold_viol_final=0
export IMPL_grt_max_degree=11
export IMPL_final_max_slew_viol_count=0
export IMPL_die_area_sq_um=6460
export IMPL_cp_data_required_time_ns=11.60
export IMPL_grt_util_met1_pct=24.1
export IMPL_grt_overflow=0
export IMPL_slowest_stage="fa_2"
export IMPL_drive_gt1_share_pct=31.8
export IMPL_syn2layout_area_growth_pct=67.6
export IMPL_die_w_um=80.4
export IMPL_port_buffers=100
export IMPL_cp_common_cell="fa_2"
export IMPL_ys_top_cells_by_area="fa_1, inv_1, buf_4, xor2_1, xnor2_1"
export IMPL_num_vias=1760
export IMPL_hold_depth=4
export IMPL_power_density_nw_per_um2=42.2
export IMPL_antenna_cells=0
export IMPL_wirelength_um=4760
export IMPL_top_cell_area_share_pct=33.6
export IMPL_ys_seq_share_pct=0
export IMPL_cp_arrival_ns=14.96
export IMPL_synth_area_sq_um=1840
export IMPL_pre_cts_ws_ns=-4.41
export IMPL_track_usage_pct=16.5
export IMPL_hold_path_end="OverflowFlag"
export IMPL_setup_viol=13
export IMPL_row_count=28
-- worst max-delay path, delay by kind of cell --
kind                       cells  cell delay (ns)
adders and majority gates     32            10.95
and+or+nand+nor                3             0.75
buffers and inverters          6             0.34
-- worst max path at each step --
stage | slack (ns) | cells past startpoint | endpoint
6_report | -3.36 | 41 | ZeroFlag
5_1_grt | -3.66 | 41 | ZeroFlag
4_1_cts | -3.58 | 50 | OverflowFlag
-- logic make-up after synthesis --
logic type                 Yosys count  share of synthesized area, %
xor gates and xnor gates            29                          13.8
adders and majority gates           33                          35.0
AOI/OAI and AO/OA                    2                         0.678
buffers and inverters              101                          27.5
and+or+nand+nor                     68                          23.1
-- cell usage in the layout, fill, tap and decap left out, drive strengths merged, types with 8 or more instances in the layout --
cell,count
buf,48
nand2,8
inv,67
or4,9
nor4,11
nor2,11
clkdlybuf4s50,82
fa,31
nor3,11
xnor2,10
xor2,19
nand4,9
-- repair_timing --
item / CTS / global route
pin swaps: 4 / 1
setup buffers: 27 / 5
gates resized: 91 / 15
endpoints found under the hold margin: 0 / 0
endpoints found under the setup margin: 15 / 14
cloned: 0 / 0
-- where the power goes --
group	switching [mW]	internal (mW)
registers	0	0
logic	0.0449	0.0854
clock network	0	0
-- metal layers --
metal	part of all wire, %	wire length, um	vias to the layer above
met2	50	2400	51
met4	0.61	29	0
li1	-	-	895
met5	0	0	-
met1	44	2070	812
met3	5.4	255	2
-- per-stage QoR --
| step | instances | hold WS (ns) | power (mW) | util, % | cell area (sq um) |
|---|---|---|---|---|---|
| 2_1_floorplan | 233 | 5.83 | 0.0670 | - | 1960 |
| 3_3_place_gp | 404 | 6.75 | 0.123 | 50.9 | 3010 |
| 3_5_place_dp | 404 | 6.75 | 0.123 | 50.9 | 3010 |
| 4_1_cts | 425 | 6.46 | 0.151 | 55.1 | 3260 |
| 5_1_grt | 408 | 6.52 | 0.147 | 52.2 | 3090 |
| 6_report | 408 | 6.48 | 0.130 | 52.2 | 3090 |
-- final cells by class --
type | instances | share of cell area, %
inverters | 67 | 8.70
repair buffers | 134 | 41.4
well taps | 75 | 3.04
multi-input cells | 132 | 46.9
Power figures rest on the tool's default switching activity, not on a simulated workload.
