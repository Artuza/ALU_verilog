[flow/design.v]
module ALUU(
    input [31:0] a, b,   
    input [3:0] opcode,  
    input cin,           
    output reg [31:0] result,  
    output reg cout,           
    output reg NegativeFlag,   
    output reg ZeroFlag        
);
always @(a, b, opcode, cin) begin
    case (opcode)
        4'b0000: {cout, result} = a + b + cin;  
        4'b0001: result = a + b;  
        4'b0010: result = a & b;  
        4'b0011: result = a - b;  
        4'b0100: result = a * b;  
        4'b0101: result = a | b;  
        4'b0110: result = b - a;  
        4'b0111: {cout, result} = b - a - ~cin;  
        4'b1000: result = a - b;  
        default: result = 32'hxxxx;  
    endcase
    NegativeFlag = result[31];  
    ZeroFlag = (result == 32'b0);
end
endmodule
[flow/run.sh]
#!/bin/bash
# OpenROAD 26Q1-2900-gdf79404cd8, Yosys 0.63+post, stock flow scripts
make -C /OpenROAD-flow-scripts/flow DESIGN_CONFIG=/design/flow/config.mk WORK_HOME=/design/flow/orfs finish
[flow/config.mk]
export PLATFORM = sky130hd
export DESIGN_NAME = ALUU
export DESIGN_NICKNAME = ALUU
export VERILOG_FILES = /design/flow/design.v
export SDC_FILE = /design/flow/constraint.sdc
export NUM_CORES = 4
export LEC_CHECK = 1
export CORE_UTILIZATION = 30
[flow/constraint.sdc]
current_design ALUU

set clk_period 20.9
set clk_io_pct 0.2

create_clock -name clk0 -period $clk_period

set non_clock_inputs [all_inputs -no_clocks]
set_input_delay [expr $clk_period * $clk_io_pct] -clock clk0 $non_clock_inputs
set_output_delay [expr $clk_period * $clk_io_pct] -clock clk0 [all_outputs]
==> results.txt <==
This memo summarizes the results of the implementation run.

Outcome
The run finished with clean final reports.

Timing
The flow reports an fmax of 54.5 MHz. 2 endpoints have no timing constraint. Setup total negative slack on the finished layout was measured at 0 ns. The max-slew violation count is 0.

The post-layout minimum cycle time is 18.36 ns. The final timing report lists a hold violation count of 0. The worst hold-check slack is 9.65 ns. The final clock period utilization by the worst path is 0.879. The slew check shows that the tightest pin keeps a relative margin of 0.354. The final report lists the setup-violating endpoint count as 0. The actual transition at the worst max-transition pin is 0.963 ns. The count of unclocked register or latch pins is 1. Setup repair after global routing left no endpoint under its margin.

Floorplan
Measured along the x axis, the die boundary spans 294 um. The floorplan die height is 294 um. The row count is 106. The I/O pin total is 104. According to the floorplan report, the total die area is 0.0863 mm^2. The initial standard-cell utilization of the core is 0.304. After floorplanning, the core was sized to cover 0.0840 mm^2.

Synth
Ranked by instance count, the synthesized netlist is headed by sky130_fd_sc_hd__inv_1, sky130_fd_sc_hd__fa_1, sky130_fd_sc_hd__nor2_1, sky130_fd_sc_hd__nand2_1, sky130_fd_sc_hd__ha_1. The synthesized netlist occupies a cell area of 0.0255 mm^2. The yosys-reported design area after synthesis is 0.0255 mm^2.

The prevailing post-synth register cell is sky130_fd_sc_hd__dlxtn_1. The Yosys warning count is 1. A synthesized cell averages 7.81 um^2. Of the post-synthesis cell area, the dominant cell type holds 0.347. The most used standard cell by instance count after synthesis is sky130_fd_sc_hd__inv_1.

After synthesis, the share of flip-flops with an asynchronous set or reset is 0. After synthesis the netlist holds a flip-flop and latch count of 1. The cell count after synthesis is 3269.

The count of library flops with an enable pin is 0. The count of distinct cell types in the synthesized netlist is 93. Looking at area per cell type in the netlist, the leader is sky130_fd_sc_hd__fa_1. The number of cells in Yosys stat is 3269.

The main area contributors are sky130_fd_sc_hd__fa_1, sky130_fd_sc_hd__ha_1, sky130_fd_sc_hd__inv_1.

Worst hold path
In this run the most critical hold path is launched from cin. The kind of path behind the tightest hold check is in2out. The endpoint of the worst hold path is result[0]. The worst hold path was traced through 5 stages.

Clock tree
After clock tree synthesis, the flow added hold-fix buffers numbering 0. The total setup buffers inserted after CTS is 0. The post-cts resize count is 0.

Cells and area
The area taken by multi-input combinational cells is reported as 0.0228 mm^2. The fraction of final layout cells sized beyond drive strength 1 is 0.0376. The post-layout utilization of the core is 0.334. The number of flip-flops under the largest register name was 1. The area overhead of the layout relative to synthesis is 9.77%.

The final layout report lists a filler cell count of 8894. The sequential cell area in the final layout is 15.0 um^2.

Power and ir drop
The overall power of the completed layout is 7.77 mW. The worst VDD IR drop from the latest analysis is 508 uV. The internal power of the cells totals 2.99 mW. The leakage power in the latest report is 13.0 nW.

The fraction of power spent switching nets is 0.615. The net switching power is 4.78 mW. In this run the power density over the cells is 277 mW/mm^2.

Drt
In the routed design, unresolved DRC markers number 0. After detailed routing, the number of vias per cell comes to 5.37. The first-pass detailed-route iteration total is 6. In this run the remaining antenna-violating nets after routing total 0. Wires add up to 109 mm. TritonRoute output was used to compute an average wire per cell of 24.5 um. Detailed-route iteration 0 reported a violation count of 1932.

The total via count in the routed design is 23800.

Flow run
The report counts max-capacitance violations totalling 0. The stage logs contain a warning count of 127.

GRT
Entering global routing, the biggest net connects 35 pins. The global-route total usage across every layer is 0.265. The initial antenna violation count is 3.

The aggregate global routing overflow is 0. The number of global-route vias before repair came to 24300. The wire length of the first global-routing pass is 161 mm.

Critical path
For the worst setup path, the data arrival time is 14.18 ns. The type of the worst setup path is in2out. The largest stage delay on the critical path is 0.91 ns.

The worst setup path is captured at an output pin. The peak fanout along the critical path is 13. The library cell appearing most often on the critical path is sky130_fd_sc_hd__fa_1. The required time of the critical path is 16.72 ns.

Looking at the critical path, the single cell with the biggest stage delay is sky130_fd_sc_hd__clkdlybuf4s50_1. The type of origin of the critical path is an input pin.

Placement
Port buffering added 104 buffers. The final weighted congestion recorded by global placement is 1.06. In the placement report, post-DP HPWL is listed as 88.5 mm.
==> metal layers <==
metal  part of all wire  global-route usage  routed length, um
met1               0.40               0.351              43100
met2               0.44               0.396              48100
met3               0.11              0.0921              11600
met4              0.054               0.118               5860
met5            0.00074             0.00624                 80
==> cell type report <==
type | count | share of cell area
Inverter | 556 | 0.0745
Multi-Input combinational cell | 2557 | 0.815
Sequential cell | 1 | 0.000536
Timing Repair Buffer | 188 | 0.0597
Antenna cell | 1 | 0.0000893
Tap cell | 1134 | 0.0506
==> power groups by stage <==
stage	clock network [mW]	logic, mW	registers, mW
CTS	0	7.69	0.000566
global route	0	8.31	0.000545
==> cells in the final DEF (no fill, tap or decap), types with 11 or more instances in the layout <==
cell,instances
sky130_fd_sc_hd__o21bai_1,21
sky130_fd_sc_hd__mux2i_1,20
sky130_fd_sc_hd__o31ai_1,39
sky130_fd_sc_hd__a31oi_1,22
sky130_fd_sc_hd__and2_1,11
sky130_fd_sc_hd__clkinv_1,19
sky130_fd_sc_hd__ha_1,284
sky130_fd_sc_hd__a21o_1,28
sky130_fd_sc_hd__a211oi_1,21
sky130_fd_sc_hd__nor3_1,43
sky130_fd_sc_hd__fa_1,442
sky130_fd_sc_hd__nand3_1,43
sky130_fd_sc_hd__or3_1,20
sky130_fd_sc_hd__a21oi_1,143
sky130_fd_sc_hd__or4_1,13
sky130_fd_sc_hd__nor4_1,20
sky130_fd_sc_hd__nand4_1,17
sky130_fd_sc_hd__inv_1,533
sky130_fd_sc_hd__buf_4,84
sky130_fd_sc_hd__nand2_1,342
sky130_fd_sc_hd__xor2_1,30
sky130_fd_sc_hd__xnor2_1,152
sky130_fd_sc_hd__nand2b_1,21
sky130_fd_sc_hd__nor2b_1,14
sky130_fd_sc_hd__o22ai_1,12
sky130_fd_sc_hd__a221oi_1,12
sky130_fd_sc_hd__clkdlybuf4s50_1,104
sky130_fd_sc_hd__o21ai_0,108
sky130_fd_sc_hd__o211ai_1,21
sky130_fd_sc_hd__o21a_1,24
sky130_fd_sc_hd__nor2_1,436
==> critical path, delay by kind of cell <==
family | cells | cell delay [ns]
adder cells (fa/ha/maj) | 9 | 4.23
XOR/XNOR | 1 | 0.17
buffers and inverters | 8 | 2.31
AND/OR/NAND/NOR | 5 | 1.27
AND-OR/OR-AND | 6 | 1.99
==> stage by stage <==
stage / instances / worst slack [ns] / instance area (um^2)
floorplan: 3269 / 4.79 / 25500
global placement: 4436 / 2.66 / 28000
detailed placement: 4436 / 2.52 / 28000
CTS: 4436 / 2.46 / 28000
global route: 4436 / 2.05 / 28000
finish: 4437 / 2.54 / 28000
==> worst max path at each step <==
stage	from	endpoint	cells past startpoint
4_1_cts	a[15]	ZeroFlag	29
5_1_grt	a[15]	ZeroFlag	29
6_report	a[15]	ZeroFlag	29
==> kinds of logic after synthesis <==
logic type / synth area share
AND/OR/NAND/NOR: 0.178
adder cells (fa/ha/maj): 0.486
buffers and inverters: 0.107
AND-OR/OR-AND: 0.156
XOR/XNOR: 0.0643
multiplexers: 0.00828
latches: 0.000588
No activity file was given, so power comes from the tool's default toggle rates.
